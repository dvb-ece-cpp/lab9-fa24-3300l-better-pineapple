**/design/flow/design.v**
```verilog
`timescale 1ns / 1ps
module qmult #(
	parameter Q = 15,
	parameter N = 32
	)
	(
	 input			[N-1:0]	i_multiplicand,
	 input			[N-1:0]	i_multiplier,
	 output			[N-1:0]	o_result,
	 output	reg				ovr
	 );
	reg [2*N-1:0]	r_result;		 
	reg [N-1:0]		r_RetVal;
	assign o_result = r_RetVal;	 
	always @(i_multiplicand, i_multiplier)	begin						 
		r_result <= i_multiplicand[N-2:0] * i_multiplier[N-2:0];	 
		ovr <= 1'b0;															 
		end
	always @(r_result) begin													 
		r_RetVal[N-1] <= i_multiplicand[N-1] ^ i_multiplier[N-1];	 
		r_RetVal[N-2:0] <= r_result[N-2+Q:Q];								 
		if (r_result[2*N-2:N-1+Q] > 0)										 
			ovr <= 1'b1;
		end
endmodule
```
**/design/flow/run.sh**
```bash
#!/bin/bash
# OpenROAD 26Q1-2900-gdf79404cd8, Yosys 0.63+post, stock flow scripts
make -C /OpenROAD-flow-scripts/flow DESIGN_CONFIG=/design/flow/config.mk WORK_HOME=/design/flow/orfs finish
```
**/design/flow/config.mk**
```make
export PLATFORM = sky130hd
export DESIGN_NAME = qmult
export DESIGN_NICKNAME = qmult
export VERILOG_FILES = /design/flow/design.v
export SDC_FILE = /design/flow/constraint.sdc
export NUM_CORES = 4
export LEC_CHECK = 1
export CORE_UTILIZATION = 30
```
**/design/flow/constraint.sdc**
```tcl
current_design qmult

set clk_period 16.1
set clk_io_pct 0.2

create_clock -name clk0 -period $clk_period

set non_clock_inputs [all_inputs -no_clocks]
set_input_delay [expr $clk_period * $clk_io_pct] -clock clk0 $non_clock_inputs
set_output_delay [expr $clk_period * $clk_io_pct] -clock clk0 [all_outputs]
```
==> metrics.yaml <==
synth:
  top_cells_by_area: "fa_1 57%, and2_1 11%, inv_1 10%, ha_1 8.1%, nand2_1 5.9%"
  ys.warnings.count: 1
  synth_top_area_share: 0.567
  yosys-stat-cells: 2778
  ys_types: 38
  largest_area_cell: "fa_1"
  syn_inst: 2778
  avgSynthCellArea_sq_um: 9.13
  synth_chip_area_sq_um: 25400
  ys_seq_frac: 0
  syn_area_sq_um: 25400
timing:
  period_needed_ps: 15080
  fmax_ghz: 0.0663
  finalMaxSlewViolations: 0
  timing_hold_violations_final: 0
  rsz0062_at_grt: "false"
  worst_pin_slew_ps: 895
  relSlewSlack: 0.402
  finalSetupTns_ps: 0
  fin_ws_ps: 1020
  setup_viol: 0
  period_used_share: 0.936
worst_setup_path:
  crit_end: "o_result[29]"
  worst_path_largest_cell_delay_ps: 1050
  worstPathRequired_ps: 12880
  crit_fanout: 17
  cp_num_buf_inv: 7
  crit_type: "primary input to primary output"
  slowest_stage: "clkdlybuf4s50_1"
  critPathArrivalTime_ps: 11860
  startpoint_type: "primary input"
  cp-end-kind: "primary output"
  critPathLaunch: "i_multiplier[8]"
  path_depth: 26
  path_common_cell: "fa_1"
  cp_top_family: "adder cells"
detailed_routing:
  drc: 0
  n_antenna_cell: 0
  firstDrtPassIters: 4
  via_per_inst: 4.43
  wl_microns: 65100
  wl_per_cell_microns: 16.6
  ant_nets: 0
  num_vias: 17400
  drtIter0Drc: 542
global_routing:
  antenna_found_initial: 2
  grt_max_degree: 32
  grt_usage: 0.170
  first_global_vias: 18900
  overflow: 0
  grt_first_pass_wirelength_microns: 106000
die:
  io_pins: 97
  rows: 106
  initCoreUtil: 0.303
  die_w_microns: 293
  fp.coreArea_sq_um: 83700
  die_h_microns: 293
  die_area_sq_um: 85700
clock_tree:
  cts_hold_buf: 0
  cts_resized: 0
  postCtsSetupRepairBufs: 0
layout:
  drive_above_1_share: 0.0266
  fill_cells: 8673
  seq_cell_count: 0
  logic_area_sq_um: 22200
  post_layout_nonfiller_instances: 3917
  syn_to_final_growth_pct: 9.04
  nClkBuffers: 0
  register_area_sq_um: 0
  finish.utilization: 0.331
placement:
  gp_congestion: 0.917
  post-dp-hpwl_microns: 56300
  dp_cells: 3917
  port_buffers: 96
  pre_cts_ws_ps: 929
flow_run:
  maxCapViolations: 0
  tool_warnings: 32
min_path:
  hold_path.class: "primary input to primary output"
run_status:
  outcome: "completed"
==> logic make-up (layout without fill, tap and decap cells) <==
logic type               Yosys count  count (layout)  share of synthesized area
AND-OR/OR-AND                     89              89                     0.0240
other                              1               1                   0.000148
AND/OR/NAND/NOR                  895             895                      0.180
buffers and inverters            845             850                      0.125
XOR/XNOR                          64              64                     0.0221
adder cells (fa/ha/maj)          884             884                      0.649
==> synthesized netlist by cell type, types with 3 or more instances <==
master    count
xnor2_1      43
and3_1        3
nor3_1        3
nor2b_1       4
nand2b_1      3
a211oi_1      5
nand2_1     400
o21a_1        5
nand3_1       5
and2_1      458
xor2_1       21
o21ai_0      17
nor2_1        9
a21oi_1      24
ha_1        165
fa_1        719
o211ai_1      3
clkbuf_1    156
a21o_1       11
o21bai_1      5
inv_1       688
nand4_1       9
==> metal layers <==
layer | global-route usage | vias up | routed length, microns
li1 | - | 7830 | -
met1 | 0.226 | 8963 | 25700
met2 | 0.286 | 521 | 33500
met3 | 0.0542 | 47 | 4910
met4 | 0.0200 | 4 | 1020
met5 | 0.00113 | - | 27
==> stage by stage <==
stage / cell area (sq um) / hold slack [ps]
2_1_floorplan: 25400 / 6470
3_3_place_gp: 27700 / 7370
3_5_place_dp: 27700 / 7370
4_1_cts: 27700 / 7380
5_1_grt: 27700 / 7400
6_report: 27700 / 7370
==> layout by cell type (no fill, tap or decap), drive strengths merged <==
cell / n
o22ai: 1
o211ai: 4
o21bai: 5
o2111ai: 2
xnor2: 43
conb: 1
and3: 3
clkdlybuf4s50: 96
a31o: 2
nand2b: 3
nor2b: 4
nand4: 9
a211o: 1
a31oi: 1
o31ai: 3
nand3: 5
a41oi: 2
and2: 458
nor2: 9
inv: 688
a21oi: 26
o21a: 5
xor2: 21
and4: 1
nor3: 3
a21o: 11
nand2: 400
fa: 719
buf: 66
a211oi: 6
a311oi: 1
ha: 165
o21ai: 19
==> final cells by class <==
type,instances,share of cell area
Multi-Input combinational cell,1933,0.802
Inverter,688,0.0933
Timing Repair Buffer,162,0.0531
Tap cell,1134,0.0513
==> worst min path at each step <==
stage,cells after the start,endpoint,startpoint
final,3,o_result[31],i_multiplier[31]
after global routing,3,o_result[31],i_multiplier[31]
after CTS,3,o_result[31],i_multiplier[31]
