`config.mk`:
```
export PLATFORM = sky130hd
export DESIGN_NAME = rams_sp_wf
export DESIGN_NICKNAME = rams_sp_wf
export VERILOG_FILES = /design/flow/design.v
export SDC_FILE = /design/flow/constraint.sdc
export NUM_CORES = 4
export LEC_CHECK = 1
export CORE_UTILIZATION = 40
export SYNTH_MEMORY_MAX_BITS = 65536
```
`constraint.sdc`:
```
current_design rams_sp_wf

set clk_period 30.4
set clk_io_pct 0.2

create_clock -name clk0 -period $clk_period [get_ports {clk}]

set non_clock_inputs [all_inputs -no_clocks]
set_input_delay [expr $clk_period * $clk_io_pct] -clock clk0 $non_clock_inputs
set_output_delay [expr $clk_period * $clk_io_pct] -clock clk0 [all_outputs]
```
`design.v`:
```
module rams_sp_wf (clk, we, en, addr, di, dout);
   input clk;
   input we;
   input en;
   input [9:0] addr;
   input [7:0]	di;
   output [7:0] dout;
   reg [7:0]	 RAM [1023:0];
   reg [7:0]	 dout;
   always @(posedge clk)
     begin
	if (en)
	  begin
	     if (we)
	       begin
		  RAM[addr] <= di;
		  dout <= di;
	       end
	     else
	       dout <= RAM[addr];
	  end
     end
endmodule
```
`run.sh`:
```
#!/bin/bash
# OpenROAD 26Q1-2900-gdf79404cd8, Yosys 0.63+post, stock flow scripts
make -C /OpenROAD-flow-scripts/flow DESIGN_CONFIG=/design/flow/config.mk WORK_HOME=/design/flow/orfs finish
```
==> impl_metrics.env <==
# flow metrics
export IMPL_ys_ff=8200
export IMPL_rows=325
export IMPL_top_logic_kind="multiplexers"
export IMPL_fp_dieH_um=889
export IMPL_setup_ws_ps=16720
export IMPL_cts_buffer_depth=4
export IMPL_grt_max_degree=129
export IMPL_grt_usage_pct=26.9
export IMPL_synth_compound_area_share_pct=3.25
export IMPL_hold_ws_ps=1180
export IMPL_cap_viol_max_count=0
export IMPL_setup_tns_ps=0
export IMPL_drive_gt1_share_pct=20.1
export IMPL_power_mw=23.1
export IMPL_crit_arrival_ps=14550
export IMPL_post_cts_buffers=0
export IMPL_critPathKind="input port to register"
export IMPL_finalHoldViolations=0
export IMPL_rsz0062_at_grt="false"
export IMPL_drt_first_pass_iters=5
export IMPL_cts_sinks=8200
export IMPL_wl_per_cell_um=35.5
export IMPL_crit_path_end_kind="register"
export IMPL_port_buffers=28
export IMPL_ys_flop_type="edfxtp_1"
export IMPL_p_leak_nw=112
export IMPL_ir_drop_uv=71.2
export IMPL_synth_area_mux_share_pct=14.4
export IMPL_ys_types=67
export IMPL_crit_required_ps=31270
export IMPL_via_per_inst=5.85
export IMPL_simple_gate_area_share_pct=2.50
export IMPL_wirelength_um=968000
export IMPL_yosysWarnings=1
export IMPL_area_delta_synth_final_pct=13.0
export IMPL_hold_buffers=0
export IMPL_ys_async_sr_fraction_pct=0
export IMPL_yosys_area_um2=315000
export IMPL_crit_fanout=74
export IMPL_dp_slack_ps=15650
export IMPL_yosys_cells=15300
export IMPL_warnings=76
export IMPL_cts_resized=0
export IMPL_drc=0
export IMPL_cts_inserted_buffers=798
export IMPL_slew_viol_final=0
export IMPL_fin_crit_ps=13680
export IMPL_finalSetupViolations=0
export IMPL_final_min_period_over_clock_period_pct=45.0
export IMPL_tightest_slew_ps=1340
export IMPL_avgSynthCellArea_um2=20.5
export IMPL_violations="antenna violations"
export IMPL_vias=159000
export IMPL_yosys_area_share_xor_xnor_pct=0
export IMPL_ys_seq_share_pct=78.3
export IMPL_antenna_found_initial=87
export IMPL_synthAdderAreaFrac_pct=0
export IMPL_die_area_um2=790000
export IMPL_die_w_um=889
export IMPL_power_density_nw_per_um2=64.9
export IMPL_htree_levels=6
export IMPL_placed_area_um2=330000
export IMPL_drtIter0Drc=10700
export IMPL_edf_count=8200
export IMPL_fp_util_pct=40.1
export IMPL_grt_pass1_vias=171000
export IMPL_status="finished, violations left"
export IMPL_stdcell_area_um2=356000
export IMPL_clock_skew_ps=61.8
export IMPL_antenna_left=1
export IMPL_place_gp_congestion=0.920
export IMPL_ios=29
export IMPL_core_area_um2=784000
export IMPL_hold_depth=7
export IMPL_hold_path_class="register to register"
export IMPL_reg2reg_depth=9
export IMPL_root_buffer="clkbuf_16"
export IMPL_fmax_mhz=73.1
export IMPL_startpoint_type="input port"
export IMPL_netlist_area_um2=315000
export IMPL_slew_headroom_pct=10.5
export IMPL_clk_pin_slew_ps=60
export IMPL_overflow=0
export IMPL_hpwlAfterDp_um=600000
export IMPL_grt_pass1_wl_um=1340000
export IMPL_clock_latency_ps=1160
export IMPL_cts_tree="done"
export IMPL_syn_inst=15300
==> power breakdown <==
group          internal [mW]  switching (mW)
sequential              12.4         0.00541
combinational          0.319           0.758
clock                   5.30            4.26
==> kinds of logic after synthesis <==
kind of cell,Yosys count
compound gates,1499
simple gates,1800
mux,2825
buf+inv,1006
flops,8200
==> state kept, by name, summed over array words and instances, names as in the netlist <==
register	flops
RAM	8192
dout	8
==> final cells by class <==
type	count	area, um^2
Timing Repair Buffer	858	6980
Clock buffer	987	20800
Antenna cell	152	380
Tap cell	10500	13100
Multi-Input combinational cell	6124	63900
Fill cell	64400	428000
Clock inverter	451	4250
Inverter	4	26.3
Sequential cell	8200	246000
==> metrics by stage <==
step / std cells / utilization, %
after floorplan: 15300 / -
after global placement: 25700 / 42.1
after detailed placement: 25700 / 42.1
after CTS: 27100 / 45.3
after global routing: 27100 / 45.4
final: 27200 / 45.4
==> cell usage in the layout (no fill, tap or decap), types with 152 or more instances in the layout <==
cell type and count:
clkbuf_1 184, mux4_2 1357, diode_2 152, clkbuf_16 803
mux2i_1 1466, edfxtp_1 8200, clkinv_1 208, o22ai_1 653
buf_4 797, a22oi_1 413, nor2_1 1122
==> critical path, cell delays in order <==
cell      delay, ps
buf_16          240
buf_4           490
buf_4           640
buf_4           700
buf_4           620
buf_4           490
buf_4           600
buf_4           650
buf_12          480
buf_4           570
mux2i_1         310
o22ai_1         120
a211oi_1        300
a31oi_1         220
or4_1           770
a311oi_1        600
a31oi_1         170
==> routing by layer <==
layer  vias to the layer above  part of all wire, %  track usage (%)  wire [um]
li1                      65300                    -                -          -
met1                     81000                   29             29.6     284000
met2                     10900                   45             37.3     435000
met3                      2050                   20             23.9     195000
met4                       160                  5.0             10.4      48400
met5                         -                 0.44             3.44       4300
==> Yosys cell counts (all sizes together), types with 6 or more instances <==
| library cell | instances | area share, % |
|---|---|---|
| a221oi | 45 | 0.13 |
| o2111ai | 34 | 0.095 |
| nand3 | 81 | 0.13 |
| a22oi | 413 | 0.99 |
| o21bai | 8 | 0.019 |
| buf | 656 | 1.2 |
| nand2 | 179 | 0.21 |
| edfxtp | 8200 | 78 |
| mux4 | 1357 | 9.7 |
| nor2 | 1128 | 1.3 |
| nor4 | 106 | 0.21 |
| mux2i | 1466 | 4.7 |
| and3 | 19 | 0.038 |
| nor3 | 122 | 0.20 |
| a22o | 52 | 0.14 |
| o32a | 6 | 0.019 |
| o211ai | 16 | 0.038 |
| nand4 | 105 | 0.21 |
| a31oi | 54 | 0.11 |
| or4 | 17 | 0.041 |
| a211oi | 25 | 0.060 |
| o22ai | 653 | 1.3 |
| o221ai | 7 | 0.019 |
| a2111oi | 7 | 0.024 |
| a21oi | 101 | 0.16 |
| clkbuf | 346 | 0.41 |
| o21ai | 61 | 0.097 |
==> final timing paths <==
| path | start | slack, ps | to |
|---|---|---|---|
| setup / recovery | addr[1] | 16720 | dout[7] |
| hold / removal | RAM[1007][0] | 1180 | dout[0] |
| setup reg to reg | RAM[99][5] | 25990 | dout[5] |
| hold reg to reg | RAM[1007][0] | 1180 | dout[0] |
Power and IR drop assume default switching activity.
